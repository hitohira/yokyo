## design/flow/run.sh

```bash
#!/bin/bash
# OpenROAD 26Q1-2900-gdf79404cd8, Yosys 0.63+post, stock flow scripts
make -C /OpenROAD-flow-scripts/flow DESIGN_CONFIG=/design/flow/config.mk WORK_HOME=/design/flow/orfs finish
```

## design/flow/design.v

```verilog
module led_ctrl(
	input wire clk,
	input wire rstn,
	input wire [4:0] io_err,
	input wire cache_err,
	output reg  [7:0] led
	);
	always @(posedge clk) begin
		if(~rstn) begin
			led <= 0;
		end else begin
			led <= led | {2'b10,io_err,cache_err};
		end
	end
endmodule
```

## design/flow/constraint.sdc

```tcl
current_design led_ctrl

set clk_period 1.0
set clk_io_pct 0.2

create_clock -name clk0 -period $clk_period [get_ports {clk}]

set non_clock_inputs [all_inputs -no_clocks]
set_input_delay [expr $clk_period * $clk_io_pct] -clock clk0 $non_clock_inputs
set_output_delay [expr $clk_period * $clk_io_pct] -clock clk0 [all_outputs]
```

## design/flow/config.mk

```make
export PLATFORM = sky130hd
export DESIGN_NAME = led_ctrl
export DESIGN_NICKNAME = led_ctrl
export VERILOG_FILES = /design/flow/design.v
export SDC_FILE = /design/flow/constraint.sdc
export NUM_CORES = 4
export LEC_CHECK = 1
export CORE_AREA = 10 10 70 70
export DIE_AREA = 0 0 80 80
```

==> results.toml <==
# generated from flow reports
[routing]
vias_per_cell = 2.10
ant_nets = 0
wl_per_cell_um = 8.46
detail_route.wirelength_um = 660
drc = 0
num_vias = 164
drt-pass1-iter-count = 2
drt_iter0_markers = 4
n_antenna_cell = 0

[floorplanning]
die_w_um = 80
die_area_um2 = 6400
core_region_area_um2 = 3420
top_level_ports = 16
die_h_um = 80
fp_util_pct = 5.75
fp-row-count = 21

[min_path]
hold_depth = 1
hp-start = "led[4]"
hp-class = "flip-flop to flip-flop"

[setup_path]
startpoint = "led[3]"
cp-end-kind = "output pin"
setup.worst_path.class = "flip-flop to output pin"
cp-start-kind = "flip-flop"
cp_max_fo = 2
cp.depth = 1
worstPathCellList = "clkdlybuf4s15_1"
cp.buffers_inverters = 1
arrival_ns = 0.74
reg2reg_from = "led[1]"
crit_family = "flip-flops"
max_stage_delay_ns = 0.32
crit_slowest_cell = "dfxtp_2"
cp.required_ns = 0.80
reg2regPathDepth = 1

[placed_design]
port_buffers = 14
place_congestion = 0.740

[job]
warnings = 26
cap_violations = 0

[logic_synthesis]
ys_cells = 15
ys_seq_share_pct = 71.3
ys_warn_count = 1
synth_flop_count = 7
avgSynthCellArea_um2 = 13.1
ys_types = 4
mappedNetlistArea_um2 = 196
syn-instance-count = 15
yosys-stat-area_um2 = 196

[global_route]
grt_usage_pct = 2.25
grt-ovfl-total = 0
grt_pass1_vias = 184
grt_pass1_wl_um = 1070
grt_max_degree = 8
antenna_found_initial = 0

[final_timing]
hold_viol = 0
tns_ns = 0
final.min_clock_period_ns = 0.943
skew_ns = 0
whs_ns = 0.443
timing.fmax_mhz = 1060
finalSetupViolCount = 0
rsz0062_at_grt = "no"
fin_crit_sh_pct = 94.3
slew_viol_final = 0

[cts]
clock_latency_ns = 0.24
clk_pin_slew_ns = 0.06
cts_tree = "done"
post-cts-setup-buffers = 0
clock-sinks = 7
cts_max_path_buffers = 2
htreeDepth = 1
clock-root-buffer = "clkbuf_4"
cts_buffers = 3

[power]
cellInternalPower_uw = 508
swShare_pct = 20.3
leakage_uw = 0.000151
power_switching_uw = 129
irDropWorstVdd_mv = 0.281
powerDensity_nw_per_um2 = 1530
clock_power_share_pct = 40.6
p_comb_share_pct = 10.6
power_frac_seq_pct = 48.8

[finish]
num-fill-cells = 407
mi_logic_area_um2 = 48.8
regMostFlops = "led"
largest_reg_flops = 7
syn_to_final_growth_pct = 111
final_util_pct = 12.2
largestRegisters = "led x7"
drive_above_1_share_pct = 31.3
flop_area_um2 = 148

[run_status]
status = "complete, no violations"
[layer usage]
metal / wire length (µm) / track usage (%)
met1: 273 / 2.35
met2: 259 / 3.05
met3: 117 / 2.27
met4: 10 / 0.704
met5: 0 / 0
[layout by cell type, fill, tap and decap left out]
master and n:
clkbuf_4 3, clkdlybuf4s15_1 6, o21a_1 6, clkbuf_2 1, clkdlybuf4s50_1 7, conb_1 1, dfxtp_2 6, clkbuf_1 1
dfxtp_1 1
[stage by stage]
stage | instances | area [µm²] | worst slack [ns] | power, µW
2_1_floorplan | 15 | 196 | 0.466 | 323
3_3_place_gp | 74 | 387 | -0.0680 | 391
4_1_cts | 78 | 417 | -0.0193 | 664
3_5_place_dp | 74 | 387 | -0.0932 | 393
6_report | 78 | 415 | 0.0568 | 637
5_1_grt | 78 | 415 | 0.00489 | 696
[area by class of cell]
cell class	instances	area share (%)
Timing Repair Buffer	14	32.5
Tap cell	46	13.9
Clock buffer	4	6.33
Sequential cell	7	35.5
Multi-Input combinational cell	7	11.7
[worst paths after layout]
path / end / slack, ns
worst min register to register: led[4] / 0.44
worst min-delay path: led[4] / 0.44
worst max-delay path: led[3] / 0.06
worst max register to register: led[1] / 0.42
[cell usage after synthesis]
cell type	n	share of area, %
dfxtp_1	7	71
o21a_1	6	23
buf_4	1	3.8
conb_1	1	1.9
[what timing repair did]
item | 4_1_cts | 5_1_grt
hold buffers | 0 | 0
endpoints found under the setup margin | 7 | 3
gates resized | 17 | 4
pin swaps | 0 | 0
[power groups by stage]
stage	registers [µW]	logic (µW)	clock network (µW)
6_report	311	67.6	259
5_1_grt	314	75.2	307
4_1_cts	310	70.7	283
[kinds of logic after synthesis]
logic type,after synthesis,synth area share (%)
buffers and inverters,1,3.82
DFF,7,71.3
other,1,1.91
AOI/OAI and AO/OA,6,22.9
Power figures rest on the tool's default switching activity, not on a simulated workload.
