[/design/flow/design.v]
module IOcontroller (
	input wire clk,
	input wire rstn,
	output wire [7:0] io_in_data,
	input wire io_in_rdy,
	output reg io_in_vld,
	input wire [7:0] io_out_data,
	output reg io_out_rdy,
	input wire io_out_vld,
	output reg [4:0] io_err,  
	output wire [3:0] s_axi_araddr,  
	input wire s_axi_arready,
	output reg s_axi_arvalid,
	output wire [3:0] s_axi_awaddr,  
	input wire s_axi_awready,
	output reg s_axi_awvalid,
	output reg s_axi_bready,				 
	input wire [1:0] s_axi_bresp,
	input wire s_axi_bvalid,
	input wire [31:0] s_axi_rdata,	 
	output reg s_axi_rready,
	input wire [1:0] s_axi_rresp,
	input wire s_axi_rvalid,
	output wire [31:0] s_axi_wdata,	 
	input wire s_axi_wready,
	output wire [3:0] s_axi_wstrb,
	output reg s_axi_wvalid
	);
	localparam st_check = 3'b001;
	localparam st_read  = 3'b010;
	localparam st_write = 3'b011;
	localparam err_lost = 5'b00001;
	localparam buf_size = 32;
	localparam buf_bit  = 5;
	reg [2:0] state;
	reg [2:0] sub_state;
	reg [2:0] in_state;
	reg [2:0] out_state;
	reg [7:0] stat_reg;
	reg [7:0] rbuf_data [buf_size-1:0];
	reg [buf_bit-1:0] rbuf_hd;
	reg [buf_bit-1:0] rbuf_tl;
	reg [7:0] wbuf_data [buf_size-1:0];
	reg [buf_bit-1:0] wbuf_hd;
	reg [buf_bit-1:0] wbuf_tl;
	wire r_uart_rdy;
	wire w_uart_rdy;
	wire r_in_rdy;
	wire w_out_rdy;
	assign s_axi_wstrb = 4'b0001;
	assign io_in_data = rbuf_data[rbuf_tl];
	assign s_axi_araddr = state == st_read  ? 4'h0 :
												state == st_write ? 4'h4 :
												state == st_check ? 4'h8 : 4'h0;
	assign s_axi_awaddr = s_axi_araddr;
	assign s_axi_wdata = { 24'b0 , wbuf_data[wbuf_tl] };
	assign r_uart_rdy = (rbuf_hd + 5'b00001) != rbuf_tl;
	assign w_uart_rdy = wbuf_hd != wbuf_tl;
	assign r_in_rdy = rbuf_hd != rbuf_tl;
	assign w_out_rdy = (wbuf_hd + 5'b00001) != wbuf_tl;
	always @(posedge clk) begin
		if(~rstn) begin
			io_in_vld <= 0;
			io_out_rdy <= 0;
			io_err <= 0;
			s_axi_arvalid <= 0;
			s_axi_awvalid <= 0;
			s_axi_bready <= 0;
			s_axi_rready <= 0;
			s_axi_wvalid <= 0;
			state <= st_check;
			sub_state <= 0;
			in_state <= 0;
			out_state <= 0;
			rbuf_hd <= 0;
			rbuf_tl <= 0;
			wbuf_hd <= 0;
			wbuf_tl <= 0;
		end else begin
			if (state == st_check) begin		 
				if (sub_state == 0) begin
					s_axi_arvalid <= 1;
					sub_state <= 1;
				end else if (sub_state == 1 && s_axi_arready && s_axi_arvalid) begin
					s_axi_arvalid <= 0;
					s_axi_rready <= 1;
					sub_state <= 2;
				end else if (sub_state == 2 && s_axi_rready && s_axi_rvalid) begin
					s_axi_rready <= 0;
					io_err <= io_err | { s_axi_rresp[1] , s_axi_rdata[7:5], 1'b0 };
					if (w_uart_rdy && ~s_axi_rdata[3]) begin				 
						state <= st_write;
						sub_state <= 0;
					end else if(r_uart_rdy && s_axi_rdata[0]) begin
						state <= st_read;
						sub_state <= 0;
					end else begin
						state <= st_check;
						sub_state <= 0;
					end
				end
			end else if (state == st_read) begin		 
				if (sub_state == 0) begin
					s_axi_arvalid <= 1;
					sub_state <= 1;
				end else if (sub_state == 1 && s_axi_arready && s_axi_arvalid) begin
					s_axi_arvalid <= 0;
					s_axi_rready <= 1;
					sub_state <= 2;
				end else if (sub_state == 2 && s_axi_rready && s_axi_rvalid) begin
					s_axi_rready <= 0;
					io_err <= io_err | { s_axi_rresp[1] ,4'b0000 };
					rbuf_data[rbuf_hd] <= s_axi_rdata;
					rbuf_hd <= rbuf_hd + 1;
					state <= st_check;
					sub_state <= 0;
				end
			end else if (state == st_write) begin		 
				if (sub_state == 0) begin
					s_axi_awvalid <= 1;
					s_axi_wvalid <= 1;
					sub_state <= 1;
				end else if (sub_state == 1) begin
					if (s_axi_awready && s_axi_awvalid) begin
						s_axi_awvalid <= 0;
					end
					if (s_axi_wready && s_axi_wvalid) begin
						s_axi_wvalid <= 0;
					end
					if (~s_axi_awvalid && ~s_axi_wvalid) begin
						s_axi_bready <= 1;
						sub_state <= 2;
					end
				end else if (sub_state == 2 && s_axi_bready && s_axi_bvalid) begin
					s_axi_bready <= 0;
					io_err <= io_err | { s_axi_bresp[1] , 4'b0000 };
					wbuf_tl <= wbuf_tl + 1;
					state <= st_check;
					sub_state <= 0;
				end		
			end else begin
				io_err <= io_err | err_lost;
			end
			if (in_state == 0 && r_in_rdy) begin
				io_in_vld <= 1;
				in_state <= 1;
			end else if (in_state == 1 && io_in_rdy && io_in_vld) begin
				io_in_vld <= 0;
				rbuf_tl <= rbuf_tl + 1;
				in_state <= 0;
			end
			if(out_state == 0 && w_out_rdy) begin
				io_out_rdy <= 1;
				out_state <= 1;
			end else if (out_state == 1 && io_out_rdy && io_out_vld) begin
				io_out_rdy <= 0;
				wbuf_data[wbuf_hd] <= io_out_data;
				wbuf_hd <= wbuf_hd + 1;
				out_state <= 0;
			end
		end
	end
endmodule
[/design/flow/run.sh]
#!/bin/bash
# OpenROAD 26Q1-2900-gdf79404cd8, Yosys 0.63+post, stock flow scripts
make -C /OpenROAD-flow-scripts/flow DESIGN_CONFIG=/design/flow/config.mk WORK_HOME=/design/flow/orfs finish
[/design/flow/constraint.sdc]
current_design IOcontroller

set clk_period 10.0
set clk_io_pct 0.2

create_clock -name clk0 -period $clk_period [get_ports {clk}]

set non_clock_inputs [all_inputs -no_clocks]
set_input_delay [expr $clk_period * $clk_io_pct] -clock clk0 $non_clock_inputs
set_output_delay [expr $clk_period * $clk_io_pct] -clock clk0 [all_outputs]
[/design/flow/config.mk]
export PLATFORM = sky130hd
export DESIGN_NAME = IOcontroller
export DESIGN_NICKNAME = IOcontroller
export VERILOG_FILES = /design/flow/design.v
export SDC_FILE = /design/flow/constraint.sdc
export NUM_CORES = 4
export LEC_CHECK = 1
export CORE_UTILIZATION = 50
==> deck_impl_summary.md <==
Physical Implementation Snapshot

Setup path
  • Startpoint Class: register
  • Worst path required time: 8.00 ns
  • CP Capture Type: output port
  • Critical path arrival: 3.98 ns
  • Crit path kind: register to output port
  • Crit path max fanout: 33

Pwr
  • Pwr Density: 187 nW/um^2
  • Total power: 4.80 mW
  • Leakage: 7.82 nW
  • Worst vdd ir: 127 uV

Clock tree
  • H-tree depth: 2
  • CTS tree: done
  • Clock sinks: 564
  • Post-CTS setup buffer count: 0
  • Late-Pin Clk Latency: 0.60 ns
  • # hold bufs at CTS: 0
  • Clk slew on worst S/H paths: 0.06 ns
  • Root buffer cell: clkbuf_16
  • Clock tree buffer depth: 3
  • CTS Buf Count: 57
  • Post-CTS resize count: 0

Yosys
  • Area reported by Yosys stat: 22600 um^2
  • Synth top cell by count: edfxtp_1
  • Syn Area/Cell: 19.8 um^2
  • Synth Register Bits: 564
  • Yosys Instances: 1139
  • Synth Cell Area: 22600 um^2
  • Synth top area share: 0.681
  • Commonest cells in the netlist: 512 x edfxtp_1, 160 x mux4_2, 93 x nor2_1
  • Cell taking the most area after synthesis: edfxtp_1
  • Top cells, area: edfxtp_1 68%, mux4_2 16%, dfxtp_1 4.6%
  • Register share after synthesis: 0.727
  • Async SR Flop Fraction: 0
  • Ys flop type: edfxtp_1
  • Synth Warn #: 1
  • Post-synth EDFFs: 512
  • Syn Inst Count: 1139
  • Yosys cell types: 61

Floorplanning
  • Core Rows: 77
  • Core Box Area: 44400 um^2
  • Floorplan utilization: 0.508
  • IO Count: 117
  • Die area: 46000 um^2
  • Die width: 214 um
  • Die height: 214 um

Final layout
  • Fin cells: 1863
  • Share of layout cells above drive strength 1: 0.245
  • Reg area: 16400 um^2
  • Post-layout util: 0.577
  • Area added between synthesis and finish: 13.5%
  • Comb gate area: 5680 um^2
  • Fillers: 3265

Drt
  • Final ANT Viol Nets: 0
  • Post-Route WL: 44.6 mm
  • Vias: 10655
  • Initial DRC count: 587
  • Drt via density: 5.72
  • # diodes: 0
  • DR WL/cell: 23.9 um
  • Drt first pass iters: 4
  • Drt drc: 0

Final timing
  • Final Max Tran Viols: 0
  • Setup TNS Final: 0 ns
  • Slew @ Worst Pin: 0.925 ns
  • RSZ-0062 raised after global routing: no
  • Rel. slew slack: 0.381
  • Fin crit share: 0.598
  • Period minus WS final: 5.98 ns
  • Final setup fails: 0
  • Final Hold Viols: 0
  • Max Clock Skew: 0.0182 ns
  • Fmax achieved: 0.167 GHz
  • Final WS setup: 4.02 ns

Worst hold path
  • Hold Crit Class: register to register

Global route
  • GRT Total Usage: 0.224
  • Antenna violations before repair: 1
  • Vias in the first global route: 11405
  • Total gr overflow: 0
  • Largest net degree at the start of global routing: 46
  • Wire length of the first global-routing pass: 68.3 mm

Run
  • Max cap viols: 0
  • OpenROAD warning count: 57

Outcome
  • Status: finished clean

Place
  • DPL Wire Length: 26.9 mm
  • Placed cell count: 1755
  • Setup slack at placement: 4.54 ns
  • Port Buffers: 58
  • GPL Wtd Cong: 0.818
-- state kept, by name (all words and copies together), names as in the netlist, named ones only --
name           cells
out_state          2
s_axi_arvalid      1
s_axi_wvalid       1
s_axi_awvalid      1
io_err             5
wbuf_data        256
io_out_rdy         1
rbuf_data        256
sub_state          3
wbuf_hd            5
state              3
io_in_vld          1
wbuf_tl            5
rbuf_tl            5
in_state           2
rbuf_hd            5
s_axi_rready       1
s_axi_bready       1
-- final cells by class --
cell class	instances	area share
timing repair buffer	87	0.0312
clock inverter	38	0.0163
sequential	564	0.641
multi-input combinational	501	0.222
clock buffer	70	0.0592
inverter	11	0.00161
tap	592	0.0289
-- kinds of logic (layout without fill, tap and decap cells) --
family,after synthesis,in the layout,share of synthesized area
adders and majority gates,10,10,0.00554
xor gates and xnor gates,23,23,0.00976
DFF,564,564,0.727
buffers and inverters,104,206,0.0261
and+or+nand+nor,190,190,0.0409
other,2,32,0.000333
muxes,178,178,0.169
AOI/OAI and AO/OA,68,68,0.0216
-- critical path, stage by stage, from the launching register on --
cell             delay [ns]
dfxtp_4                0.76
buf_4                  0.65
mux4_2                 0.61
mux4_2                 0.54
mux2_2                 0.31
clkdlybuf4s50_1        0.42
-- worst paths after layout --
| kind | start | endpoint | slack (ns) | cells after the start |
|---|---|---|---|---|
| worst min-delay path | in_state[0] | in_state[0] | 0.48 | 2 |
| worst min register to register | in_state[0] | in_state[0] | 0.48 | 2 |
| worst max-delay path | register | io_in_data[3] | 4.02 | 5 |
| worst max register to register | wbuf_hd[0] | wbuf_data[7][0] | 6.55 | 6 |
-- where the power goes --
group          total, mW  internal, mW  switching, mW  leakage, nW
clock               2.17          1.29          0.878        0.935
sequential          2.57          2.57        0.00342         5.02
combinational     0.0642        0.0195         0.0447         1.86
-- metrics by stage --
stage          cell area [um^2]  hold WS, ns
6_report                  25600        0.477
5_1_grt                   25600        0.505
3_5_place_dp              23700        0.468
4_1_cts                   25600        0.483
3_3_place_gp              23700        0.471
2_1_floorplan             22700        0.413
-- per-layer routing --
metal	global-route usage	part of all wire	wire (um)	vias up
li1	-	-	-	4748
met1	0.343	0.38	16800	5415
met2	0.335	0.50	22100	412
met3	0.0993	0.099	4420	78
met4	0.0550	0.029	1290	2
met5	0	0.00029	13	-
-- cells in the final DEF, fill, tap and decap left out, types with 5 or more instances in the layout --
cell type        instances
conb_1                  32
clkdlybuf4s50_1         58
ha_1                    10
xnor2_1                 10
edfxtp_1               512
mux4_2                 160
nand2_1                 28
clkinv_2                11
nand3b_1                 6
o2111ai_1                5
buf_4                   29
clkinvlp_4               5
a31oi_1                  5
or3_1                    6
nand3_1                 19
clkbuf_16               59
mux2_2                  16
dfxtp_1                 48
xor2_1                  12
inv_1                   10
a21oi_1                 19
o21ai_0                  8
nand4_1                  5
bufinv_16                8
clkbuf_1                11
clkinv_1                10
nor2_1                  93
Power and IR drop assume default switching activity.
