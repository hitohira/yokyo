==> config.mk <==
export PLATFORM = sky130hd
export DESIGN_NAME = BramController
export DESIGN_NICKNAME = BramController
export VERILOG_FILES = /design/flow/design.v
export SDC_FILE = /design/flow/constraint.sdc
export NUM_CORES = 4
export LEC_CHECK = 1
export CORE_AREA = 10 10 168 168
export DIE_AREA = 0 0 178 178
==> constraint.sdc <==
current_design BramController

set clk_period 7.2
set clk_io_pct 0.2

create_clock -name clk0 -period $clk_period [get_ports {clk}]

set non_clock_inputs [all_inputs -no_clocks]
set_input_delay [expr $clk_period * $clk_io_pct] -clock clk0 $non_clock_inputs
set_output_delay [expr $clk_period * $clk_io_pct] -clock clk0 [all_outputs]
==> design.v <==
module BramController (
	input wire clk,
	input wire rstn,
	input wire [31:0] s_axi_araddr,
	output reg s_axi_arready,
	input wire s_axi_arvalid,
	input wire [31:0] s_axi_awaddr,
	output reg s_axi_awready,
	input wire s_axi_awvalid,
	input wire s_axi_bready,
	output reg [1:0] s_axi_bresp,
	output reg s_axi_bvalid,
	output reg [31:0] s_axi_rdata,
	input wire s_axi_rready,
	output reg [1:0] s_axi_rresp,
	output reg s_axi_rvalid,
	input wire [31:0] s_axi_wdata,
	output reg s_axi_wready,
	input wire [3:0] s_axi_wstrb,
	input wire s_axi_wvalid,
	output reg [31:0] bram_addr,
	output reg [31:0] bram_din,
	input wire  [31:0] bram_dout,
	output reg bram_en,
	output reg [3:0] bram_we
	);
	reg [3:0] state;
	always @(posedge clk) begin
		if(~rstn) begin
			s_axi_arready <= 0;
			s_axi_awready <= 0;
			s_axi_bresp <= 0;
			s_axi_bvalid <= 0;
			s_axi_rdata <= 0;
			s_axi_rresp <= 0;
			s_axi_rvalid <= 0;
			s_axi_wready <= 0;
			bram_addr <= 0;
			bram_din <= 0;
			bram_en <= 1;
			bram_we <= 0;
			state <= 0;
		end else if (state == 0) begin
			s_axi_arready <= 1;
			state <= 1;
		end else if (state == 1) begin
			s_axi_arready <= 0;
			if (s_axi_arvalid) begin
				bram_addr <= s_axi_araddr;
				bram_we <= 0;
				state <= 3;
			end else begin
				s_axi_awready <= 1;
				state <= 2;
			end
		end else if (state == 2) begin
			s_axi_awready <= 0;
			if(s_axi_awvalid) begin
				bram_addr <= s_axi_awaddr;
				s_axi_wready <= 1;
				state <= 7;
			end else begin
				s_axi_arready <= 1;
				state <= 1;
			end
		end else if (state == 3) begin  
			state <= 4;
		end else if (state == 4) begin
			state <= 5;
		end else if (state == 5) begin
			s_axi_rdata <= bram_dout;	
			s_axi_rresp <= 2'b00;  
			s_axi_rvalid <= 1;
			state <= 6;
		end else if (state == 6) begin
			if(s_axi_rready) begin
				s_axi_rvalid <= 0;
				state <= 0;
			end
		end else if(state == 7) begin  
			if(s_axi_wvalid) begin
				s_axi_wready <= 0;
				bram_din <= s_axi_wdata;
				bram_we <= s_axi_wstrb;
				state <= 8;
			end
		end else if(state == 8) begin
			bram_we <= 0;
			s_axi_bresp <= 2'b00;  
			s_axi_bvalid <= 1;
			state <= 9;
		end else if(state == 9) begin
			if(s_axi_bready) begin
				s_axi_bvalid <= 0;
				state <= 0;
			end
		end
	end
endmodule
==> run.sh <==
#!/bin/bash
# OpenROAD 26Q1-2900-gdf79404cd8, Yosys 0.63+post, stock flow scripts
make -C /OpenROAD-flow-scripts/flow DESIGN_CONFIG=/design/flow/config.mk WORK_HOME=/design/flow/orfs finish
==> reports/notes.md <==
The run gives 1 as the number of warning messages in the yosys log. Once detailed placement completed, the half-perimeter wirelength came to 11,300 um. At the end of routability-driven placement, the weighted congestion stood at 0.759. Setup repair after global routing left no endpoint under its margin. For the worst-skew pair, the clock arrives at the later sink with an insertion delay of 0.40 ns. The proportion of synthesized chip area in sequential cells was 0.504; the count of different cell masters after synthesis was 34. The wire length of the first global-routing pass was 23,600 um. The worst slew margin relative to its limit came out at 0.500. Based on the critical path, the design can be clocked at up to 353 MHz.

The clock H-tree reported by CTS has 4 levels. In this run, the number of DRC markers left after iteration 0 of detailed routing was 177. The via count of the first global-routing pass came out at 4,290. Hold repair after CTS inserted 0 buffers. For the setup slack of the worst register-to-register path, the log shows 4.98 ns.

In the setup report, the worst path falls into the class input pin to flip-flop. The core region is 24,500 um^2. The tools report the kind of end point of the critical path as a flip-flop.

Power spread over the standard cell area amounts to 211 nW/um^2. In the final timing run, aggregate negative setup slack is 0 ns. The top cell type by total area after synthesis is dfxtp_1. The total congestion overflow after global routing is 0. The arrival time at the worst endpoint was 3.13 ns.

The peak supply drop is 0.000126 V. The final count of pins violating max slew is 0. The final report lists the setup-violating endpoint count as 0. The largest incremental delay on the critical path was 0.53 ns; the fraction of the core area occupied by cells at floorplan was 0.187. For the total routing resource utilization after global routing, the log shows 0.0933.

After floorplanning, the core was divided into 57 placement rows. In this run the worst path has a maximum fanout of 64. In this run, synthesis inferred 0 flip-flops with an integrated enable. The run finished with clean final reports. The logs give 249 for the number of primary I/O pins and 0 for the number of cells upsized or downsized after cts. The synthesized netlist was found by Yosys to have 519 cells. The total setup buffers inserted after CTS is 0. The cell area that synthesis handed to floorplanning was 4570 um^2. Relative to the synthesized area, the layout overhead comes to 71.6%. Number of buffers on the longest clock path: 2. For reference, the top cells by count after synthesis are 115 x dfxtp_1, 112 x nand2_1, 69 x nand3_1. The least setup slack across all paths after layout was 4.37 ns. In this run the vertical extent of the chip is 178 um. Across all layers, the routed design uses 4,273 vias. The post-synthesis async set-or-reset flop share is 0, and the filler cell count is 2,525.

Entering global routing, the biggest net connects 73 pins. Ranked by total cell area, the synthesized netlist is headed by dfxtp_1 50%, nand2_1 9.2%, mux2i_1 7.9%, nand3_1 7.6%, o211a_1 7.0%. In this design, the critical path's most frequently occurring cell is nand2_1. For reference, the critical path cell chain is clkdlybuf4s50_1 -> nand2_1 -> a21oi_4 -> buf_4 -> nand2_1 -> o211a_1. After synthesis, the mean cell area works out to 8.81 um^2. The average routed wire per standard cell is 14.4 um, and the max-capacitance violation count is 0. The count of unresolved DRC violations after routing was 0. The minimum setup slack after placement was 3.94 ns; the number of antenna violations at the first check in global routing was 0. The tools report the total antenna diodes in the routed design as 0. The share of final-layout standard cells stronger than drive strength 1 was 0.0561. The logs give 31,700 um^2 for the total die size and 17 for the number of buffers inserted during clock tree synthesis. Cell with the largest stage delay on the worst path: clkdlybuf4s50_1. The run gives 115 for the register bit total from synthesis.

Wires add up to 15,400 um. Endpoints failing hold in the final report were tallied at 0. The clock root buffer is clkbuf_16. The first detailed-routing pass took 4 iterations. The power report puts the leakage power at 3.14 nW.

TritonCTS built the clock tree. The run gives 0.06 ns for the clock slew at the register clock pins of the worst setup and hold paths. The actual slew at the worst max-slew pin was 0.750 ns. As logged by OpenROAD, the buffers inserted on ports number 243. The cell count after synthesis is 519, and the required time of the worst setup path is 7.50 ns.

The top cell type by instance count after synthesis is dfxtp_1. For this run, the chip area from Yosys synthesis comes to 4570 um^2. The clock arrives with 0.0116 ns of skew. Residual antenna-violating net count after detailed routing: 0. The clock net in this run drives a total of 115 sinks.

Dividing the detail-routed via count by the number of cells gives 3.98. The post-layout minimum cycle time came out at 2.83 ns. The tools report the startpoint class of the critical path as an input pin. The path class of the tightest hold or removal check is flip-flop to flip-flop. OpenROAD emitted warnings numbering 25. The synthesis report names the predominant flop master as dfxtp_1. The area share of the largest cell type after synthesis is 0.504. With the post-layout period usage of the worst path at 0.393, the horizontal extent of the die is 178 um.
## final timing paths
kind	start	cells past startpoint	end
setup / recovery	s_axi_arvalid	6	bram_addr[8]
hold / removal	bram_we[3]	2	bram_we[3]
hold reg to reg	bram_we[3]	2	bram_we[3]
setup reg to reg	state[5]	6	bram_addr[8]
## power breakdown
group | total, W | internal, W | switching, W | leakage (nW)
Combinational | 0.000159 | 0.000104 | 0.0000544 | 1.93
Sequential | 0.000656 | 0.000648 | 0.00000729 | 0.930
Clock | 0.000841 | 0.000556 | 0.000284 | 0.286
## cells by family after synthesis
family / Yosys count / share of synthesized area
AOI/OAI and AO/OA: 113 / 0.168
other: 2 / 0.00164
muxes: 37 / 0.0813
DFF: 115 / 0.504
and+or+nand+nor: 201 / 0.196
buffers and inverters: 51 / 0.0493
## per-stage QoR
step	utilization	total power [W]	std cells	hold slack, ns	cell area [um^2]
finish	0.321	0.00166	1073	0.455	7840
global route	0.321	0.00173	1073	0.477	7840
CTS	0.321	0.00169	1073	0.458	7840
detailed placement	0.297	0.000829	1045	0.449	7260
global placement	0.297	0.000830	1045	0.443	7260
floorplan	-	0.000723	522	0.420	4580
## registers in the layout, summed over array words and instances (netlist names), 4 cells and up
name / flops
s_axi_rdata: 32
state: 10
bram_addr: 32
bram_din: 32
bram_we: 4
## per-layer routing
layer,vias up,part of all wire,GRT usage
li1,2222,-,-
met2,178,0.42,0.138
met4,0,0.0097,0.0104
met5,-,0,0
met3,8,0.12,0.0455
met1,1865,0.45,0.126
## area by class of cell
| cell class | instances | area [um^2] | share of cell area |
|---|---|---|---|
| Timing Repair Buffer | 249 | 2470 | 0.316 |
| Tap cell | 324 | 405 | 0.0517 |
| Clock inverter | 4 | 72.6 | 0.00925 |
| Clock buffer | 24 | 512 | 0.0652 |
| Sequential cell | 115 | 2300 | 0.294 |
| Inverter | 1 | 3.75 | 0.000479 |
| Multi-Input combinational cell | 356 | 2070 | 0.264 |
## cells in the final DEF, fill, tap and decap left out
master,instances
a211oi_4,1
a21boi_0,3
a21oi_1,2
a21oi_4,1
and2_1,2
and3_1,2
and3b_1,1
buf_4,7
bufinv_16,2
clkbuf_1,1
clkbuf_16,17
clkbuf_8,6
clkdlybuf4s50_1,242
clkinv_2,1
clkinvlp_4,1
conb_1,5
dfxtp_1,114
dfxtp_2,1
inv_1,1
mux2_2,1
mux2i_1,36
nand2_1,112
nand2b_1,1
nand3_1,67
nand3_2,2
nand3b_1,1
nand4b_1,1
nor2_1,5
nor2b_1,3
nor3_1,1
nor3_2,1
nor4bb_1,1
o211a_1,32
o21a_1,4
o21ai_0,60
o21ai_1,8
o311ai_0,1
o31ai_1,1
or4_4,1
## worst max-delay path, delay by kind of cell
family	cells	cell delay (ns)
simple gates	2	0.30
compound gates	2	0.32
buf+inv	2	1.03
No activity file was given, so power comes from the tool's default toggle rates.
