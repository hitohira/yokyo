--- flow/run.sh ---
#!/bin/bash
# OpenROAD 26Q1-2900-gdf79404cd8, Yosys 0.63+post, stock flow scripts
make -C /OpenROAD-flow-scripts/flow DESIGN_CONFIG=/design/flow/config.mk WORK_HOME=/design/flow/orfs finish
--- flow/config.mk ---
export PLATFORM = sky130hd
export DESIGN_NAME = mmu
export DESIGN_NICKNAME = mmu
export VERILOG_FILES = /design/flow/design.v
export SDC_FILE = /design/flow/constraint.sdc
export NUM_CORES = 4
export LEC_CHECK = 1
export CORE_UTILIZATION = 30
--- flow/constraint.sdc ---
current_design mmu

set clk_period 12.8
set clk_io_pct 0.2

create_clock -name clk0 -period $clk_period [get_ports {clk}]

set non_clock_inputs [all_inputs -no_clocks]
set_input_delay [expr $clk_period * $clk_io_pct] -clock clk0 $non_clock_inputs
set_output_delay [expr $clk_period * $clk_io_pct] -clock clk0 [all_outputs]
--- flow/design.v ---
module mmu(
	input wire clk,
	input wire rstn,
	output reg [31:0] m_axi_araddr,
	input wire m_axi_arready,
	output reg m_axi_arvalid,
	output reg [31:0] m_axi_awaddr,
	input wire m_axi_awready,
	output reg m_axi_awvalid,
	output reg m_axi_bready,
	input wire [1:0] m_axi_bresp,
	input wire m_axi_bvalid,
	input wire [31:0] m_axi_rdata,
	output reg m_axi_rready,
	input wire [1:0] m_axi_rresp,
	input wire m_axi_rvalid,
	output reg [31:0] m_axi_wdata,
	input wire m_axi_wready,
	output reg [3:0] m_axi_wstrb,
	output reg m_axi_wvalid,
	(* mark_debug = "true" *) input wire [7:0] io_in_data,
	(* mark_debug = "true" *) output reg io_in_rdy,
	(* mark_debug = "true" *) input wire io_in_vld,
	(* mark_debug = "true" *) output reg [7:0] io_out_data,
	(* mark_debug = "true" *) input wire io_out_rdy,
	(* mark_debug = "true" *) output reg io_out_vld,
	input wire [4:0] io_err,  
	input wire [31:0] c_axi_araddr,
	output reg c_axi_arready,
	input wire c_axi_arvalid,
	input wire [31:0] c_axi_awaddr,
	output reg c_axi_awready,
	input wire c_axi_awvalid,
	input wire c_axi_bready,
	output reg [1:0] c_axi_bresp,
	output reg c_axi_bvalid,
	output reg [31:0] c_axi_rdata,
	input wire c_axi_rready,
	output reg [1:0] c_axi_rresp,
	output reg c_axi_rvalid,
	input wire [31:0] c_axi_wdata,
	output reg c_axi_wready,
	input wire [3:0] c_axi_wstrb,
	input wire c_axi_wvalid,
	input wire [1:0] cpu_mode,
	input wire [31:0] satp,
	input wire is_instr,
	(* mark_debug = "true" *) output reg throw_exception,
	output reg [2:0] exception_vec,
	output reg is_timer_intr,
	output reg is_ext_intr
	);
	localparam EXCEPTION_INSTR_PG_FAULT = 3'b001;
	localparam EXCEPTION_LOAD_PG_FAULT = 3'b010;
	localparam EXCEPTION_STORE_PG_FAULT = 3'b011;
	localparam EXCEPTION_UNDEFINED = 3'b111;
	function [31:0] ch_endian(input [31:0] e_data);
		ch_endian = { e_data[7:0],e_data[15:8],e_data[23:16],e_data[31:24]};
	endfunction
	function [2:0] fault(input instr,input write);
		fault = instr ? EXCEPTION_INSTR_PG_FAULT :
		        write ? EXCEPTION_STORE_PG_FAULT : EXCEPTION_LOAD_PG_FAULT;
	endfunction
	(* mark_debug = "true" *) reg [6:0] state;
	reg [31:0] v_addr;
	(* mark_debug = "true" *) reg [33:0] p_addr;
	reg [31:0] data;
	reg [3:0] strb;
	reg is_write;
	reg [1:0] level;
	reg [63:0] mtime;
	reg [63:0] mtimecmp;
	wire satp_mode;
	wire [21:0] satp_ppn;
	wire [9:0] vpn_1;
	wire [9:0] vpn_0;
	wire [11:0] offset;
	wire [11:0] data_ppn_1;
	wire [9:0] data_ppn_0;
	wire [1:0] data_rsw;
	wire data_d,data_a,data_g,data_u,data_x,data_w,data_r,data_v;
	assign satp_mode = satp[31];
	assign satp_ppn = satp[21:0];
	assign vpn_1 = v_addr[31:22];
	assign vpn_0 = v_addr[21:12];
	assign offset = v_addr[11:0];
	assign data_ppn_1 = data[31:20];
	assign data_ppn_0 = data[19:10];
	assign data_rsw = data[9:8];
	assign {data_d,data_a,data_g,data_u,data_x,data_w,data_r,data_v} = data[7:0];
	always @(posedge clk) begin
		if(~rstn) begin
			mtime <= 0;
			mtimecmp <= 0;
		end else if (state == 30) begin  
			case(p_addr[3:0])
				4'h0 : mtime[31:0] <= data;
				4'h4 : mtime[63:32] <= data;
				4'h8 : mtimecmp[31:0] <= data;
				4'hC : mtimecmp[63:32] <= data;
				default : mtime <= mtime;
			endcase
		end else begin
			mtime <= mtime + 1'b1;
		end
	end
	always @(posedge clk) begin
		if(~rstn) begin
			is_timer_intr <= 0;
		end else if(mtime >= mtimecmp) begin
			is_timer_intr <= 1;
		end else begin
			is_timer_intr <= 0;
		end
	end
	always @(posedge clk) begin
		if(~rstn) begin
			is_ext_intr <= 0;
		end else if (io_in_vld) begin
			is_ext_intr <= 1;
		end else begin
			is_ext_intr <= 0;
		end
	end
	always @(posedge clk) begin
		if(~rstn) begin
			m_axi_araddr <= 0;
			m_axi_arvalid <= 0;
			m_axi_awaddr <= 0;
			m_axi_awvalid <= 0;
			m_axi_bready <= 0;
			m_axi_rready <= 0;
			m_axi_wdata <= 0;
			m_axi_wstrb <= 0;
			m_axi_wvalid <= 0;
			io_in_rdy <= 0;
			io_out_data <= 0;
			io_out_vld <= 0;
			c_axi_arready <= 0;
			c_axi_awready <= 0;
			c_axi_bresp <= 0;
			c_axi_bvalid <= 0;
			c_axi_rdata <= 0;
			c_axi_rresp <= 0;
			c_axi_rvalid <= 0;
			c_axi_wready <= 0;
			throw_exception <= 0;
			exception_vec <= 0;
			state <= 0;
			v_addr <= 0;
			p_addr <= 0;
			data <= 0;
			is_write <= 0;
			level <= 0;
		end else if (state == 0) begin
			c_axi_arready <= 1;
			state <= 1;
		end else if (state == 1) begin
			c_axi_arready <= 0;
			throw_exception <= 0;
			if(c_axi_arvalid) begin
				v_addr <= c_axi_araddr;
				is_write <= 0;
				state <= 4;
			end else begin
				c_axi_awready <= 1;
				state <= 2;
			end
		end else if (state == 2) begin
			c_axi_awready <= 0;
			throw_exception <= 0;
			if(c_axi_awvalid) begin
				v_addr <= c_axi_awaddr;
				is_write <= 1;
				state <= 4;
			end else begin
				c_axi_arready <= 1;
				state <= 1;
			end
		end else if (state == 4) begin  
			throw_exception <= 0;
			exception_vec <= 0;
			if (satp_mode == 1) begin
				level <= 1;
				m_axi_araddr <= {satp_ppn,12'b0} + {vpn_1,2'b0};
				m_axi_arvalid <= 1;
				state <= 5;
			end else begin
				p_addr <= v_addr;
				if(is_write) begin
					state <= 12; 
				end else begin
					state <= 19;
				end
			end
		end else if (state == 5) begin 
			if (m_axi_arready) begin
				m_axi_arvalid <= 0;
				m_axi_rready <= 1;
				state <= 6;
			end
		end else if (state == 6) begin
			if (m_axi_rvalid) begin
				m_axi_rready <= 0;
				if(m_axi_rresp[1]) begin
					throw_exception <= 1;
					exception_vec <= EXCEPTION_UNDEFINED;
					state <= 12;  
				end else begin
					data <= ch_endian(m_axi_rdata);
					state <= 7;
				end
			end
		end else if (state == 7) begin
			if(data_v == 0 || (data_r == 0 && data_w == 1)) begin  
				throw_exception <= 1;
				exception_vec <= fault(is_instr,is_write);
				state <= 12;  
			end	else if (data_r == 1 || data_x == 1) begin  
				if (level == 1) begin
					p_addr <= {data_ppn_1,vpn_0,offset};
				end else if(level == 0) begin
					p_addr <= {data_ppn_1,data_ppn_0,offset};
				end
				if(cpu_mode == 2'b0 && !data_u) begin  
					throw_exception <= 1;
					exception_vec <= fault(is_instr,is_write);
					state <= 12;  
				end else if(is_write && !data_w) begin  
					throw_exception <= 1;
					exception_vec <= fault(is_instr,is_write);
					state <= 12;  
				end else if(is_instr && !data_x) begin  
					throw_exception <= 1;
					exception_vec <= fault(is_instr,is_write);
					state <= 12;  
				end else if(!is_instr && !is_write && !data_r) begin  
					throw_exception <= 1;
					exception_vec <= fault(is_instr,is_write);
					state <= 12;  
				end else if(level == 1 && data_ppn_0 != 0) begin  
					throw_exception <= 1;
					exception_vec <= EXCEPTION_UNDEFINED;
					state <= 12;  
				end else if(data_a == 0 || (is_write && data_d == 0)) begin  
					if(is_write) begin
						m_axi_wdata <= ch_endian({data_ppn_1,data_ppn_0,data_rsw,2'b11,
						         data_g,data_u,data_x,data_w,data_r,data_v});
					end else begin
						m_axi_wdata <= ch_endian({data_ppn_1,data_ppn_0,data_rsw,data_d,1'b1,
						         data_g,data_u,data_x,data_w,data_r,data_v});
					end
					m_axi_wvalid <= 1;
					m_axi_wstrb <= 4'b1111;
					m_axi_awaddr <= m_axi_araddr;
					m_axi_awvalid <= 1;
					state <= 8;
				end else begin
					state <= 12;  
				end
			end else begin  
				if(level == 1) begin
					level <= 0;
					m_axi_araddr <= {data_ppn_1,data_ppn_0,12'b0} + {vpn_0,2'b0};
					m_axi_arvalid <= 1;
					state <= 5;
				end else begin
					throw_exception <= 1;
					exception_vec <= EXCEPTION_UNDEFINED;
					state <= 12;  
				end
			end
		end else if (state == 8) begin
			if(m_axi_awready) begin
				m_axi_awvalid <= 0;
			end
			if (m_axi_wready) begin
				m_axi_wvalid <= 0;
			end
			if (m_axi_awvalid == 0 && m_axi_wvalid == 0) begin
				m_axi_bready <= 1;
				state <= 10;
			end
		end else if(state == 10) begin
			if(m_axi_bvalid) begin
				m_axi_bready <= 0;
				if(m_axi_bresp[1]) begin
					throw_exception <= 1;
					exception_vec <= EXCEPTION_UNDEFINED;
					state <= 12;  
				end else begin  
					state <= 12;
				end
			end
		end else if (state == 12) begin  
			if(is_write) begin  
				c_axi_wready <= 1;
				state <= 14;
			end else begin  
				if(throw_exception) begin
					c_axi_rdata <= 0;
					c_axi_rresp <= 0;
					c_axi_rvalid <= 1;
					state <= 13;
				end else begin
					state <= 19; 
				end
			end
		end else if (state == 13) begin  
			if(c_axi_rready) begin
				c_axi_rvalid <= 0;
				throw_exception <= 0;
				exception_vec <= 0;
				state <= 0;
			end
		end else if (state == 14) begin
			if(c_axi_wvalid) begin
				c_axi_wready <= 0;
				data <= c_axi_wdata;
				strb <= c_axi_wstrb;
				if(p_addr == 34'h80000004) begin  
					state <= 24;
				end else if (p_addr == 34'h80001000 || p_addr == 34'h80001004 || p_addr == 34'h80001008 || p_addr == 34'h8000100C) begin
					state <= 30;
				end else if (p_addr[33:31] == 3'b0) begin
					state <= 15;
				end else begin
					throw_exception <= 1;
					exception_vec <= EXCEPTION_UNDEFINED;
					c_axi_bresp <= 0;
					c_axi_bvalid <= 1;
					state <= 18;  
				end
			end
		end else if (state == 15) begin  
			m_axi_awaddr <= p_addr[31:0];
			m_axi_awvalid <= 1;
			m_axi_wdata <= ch_endian(data);
			m_axi_wstrb <= {strb[0],strb[1],strb[2],strb[3]};
			m_axi_wvalid <= 1;
			state <= 16;
		end else if (state == 16) begin
			if (m_axi_awready) begin
				m_axi_awvalid <= 0;
			end
			if (m_axi_wready) begin
				m_axi_wvalid <= 0;
			end
			if(m_axi_awvalid == 0 && m_axi_wvalid == 0) begin
				m_axi_bready <= 1;
				state <= 17;
			end
		end else if (state == 17) begin 
			if(m_axi_bvalid) begin
				m_axi_bready <= 0;
				if(m_axi_bresp[1]) begin
					throw_exception <= 1;
					exception_vec <= EXCEPTION_UNDEFINED;
				end
				c_axi_bresp <= m_axi_bresp;
				c_axi_bvalid <= 1;
				state <= 18;
			end
		end else if (state == 18) begin  
			if(c_axi_bready) begin
				c_axi_bvalid <= 0;
				throw_exception <= 0;
				exception_vec <= 0;
				state <= 0;
			end
		end else if (state == 19) begin  
			if(p_addr == 34'h80000000) begin
				io_in_rdy <= 1;
				state <= 28;
				end else if (p_addr == 34'h80001000 || p_addr == 34'h80001004 || p_addr == 34'h80001008 || p_addr == 34'h8000100C) begin
					state <= 32;
			end else if (p_addr[33:31] == 3'b0) begin
				m_axi_araddr <= p_addr[31:0];
				m_axi_arvalid <= 1;
				state <= 20;
			end else begin
				throw_exception <= 1;
				exception_vec <= EXCEPTION_UNDEFINED;
				c_axi_rdata <= 0;
				c_axi_rresp <= 0;
				c_axi_rvalid <= 1;
				state <= 13;  
			end
		end else if (state == 20) begin
			if(m_axi_arready) begin
				m_axi_arvalid <= 0;
				m_axi_rready <= 1;
				state <= 21;
			end
		end else if(state == 21) begin
			if(m_axi_rvalid) begin
				m_axi_rready <= 0;
				if(m_axi_rresp[1])begin
					throw_exception <= 1;
					exception_vec <= EXCEPTION_UNDEFINED;
				end
				c_axi_rdata <= ch_endian(m_axi_rdata);
				c_axi_rresp <= m_axi_rresp;
				c_axi_rvalid <= 1;
				state <= 13;   
			end
		end else if (state == 24) begin  
			io_out_data <= data[7:0];
			io_out_vld <= 1;
			state <= 25;
		end else if (state == 25) begin
			if(io_out_rdy) begin
				io_out_vld <= 0;
				c_axi_bresp <= 0;
				c_axi_bvalid <= 1;
				state <= 18;  
			end
		end else if (state == 28) begin
			if(io_in_vld) begin
				io_in_rdy <= 0;
				c_axi_rdata <= {24'b0,io_in_data[7:0]};
				c_axi_rresp <= 0;
				c_axi_rvalid <= 1;
				state <= 13;  
			end
		end else if (state == 30) begin  
			c_axi_bresp <= 0;
			c_axi_bvalid <= 1;
			state <= 18;  
		end else if (state == 32) begin  
			case(p_addr[3:0])
				4'h0 : c_axi_rdata <= mtime[31:0];
				4'h4 : c_axi_rdata <= mtime[63:32];
				4'h8 : c_axi_rdata <= mtimecmp[31:0];
				4'hC : c_axi_rdata <= mtimecmp[63:32];
				default : begin
					throw_exception <= 1;
					exception_vec <= EXCEPTION_UNDEFINED;
					end
			endcase
			c_axi_rresp <= 0;
			c_axi_rvalid <= 1;
			state <= 13;  
		end
	end  
endmodule
==> results.txt <==
Placed insts: 3912
Cell count after synthesis: 2804
Routed vias: 21713
Pin count of the biggest net entering global routing: 144
Fraction of layout cells with a size suffix above 1: 5.98%
H-Tree Depth: 2
Crit path depth: 9
Max-Cap Viols: 0
R2r endpoint: m_axi_wdata[10]$_SDFFE_PN0P_
EDFF count, synth: 4
Synth cell types: 76
Final WL: 83400 µm
Synth area leader: dfxtp_1
Die width: 272 µm
Pre-antenna DRT Iters: 6
Total grt overflow: 0
Core Box Area: 71900 µm²
Flop pwr share: 46.9%
NetSw: 671 µW
Final hold violations: 0
Pre-Place Util: 30.5%
Top cell by count, worst path: a211oi_1
Cts bufs inserted: 45
Initial antenna violation count: 0
Clock Power Share: 47.0%
Clock skew: 26.5 ps
Vias in the first global route: 19688
Synthesis warning total: 1
Slew headroom: 22.8%
Die Y-Extent: 272 µm
Max VDD drop: 76.7 µV
# Cells Yosys: 2804
Top Registers: mtime: 64 flops, mtimecmp: 64 flops, p_addr: 34 flops
Unrepaired setup endpoints after global routing: false
Tool warning count: 43
Crit path max-delay family: buffers and inverters
Leakage: 0.00881 µW
Startpoint Class: primary input
Place WS: 7450 ps
Hold endpoint: c_axi_rresp[1]$_SDFFE_PN0P_
Worst reg2reg path depth: 8
Final Max Slew Viols: 0
Fin util: 38.4%
Worst-margin pin slew: 1150 ps
Number of buffer and inverter stages on the critical path: 2
Crit path setup slack, layout: 7960 ps
Dpl hpwl: 58700 µm
First-pass GRT wire length: 125000 µm
Synthesis-to-finish area growth: 25.7%
Period utilization: 37.8%
R2R Setup Slk: 9360 ps
Top cells by area, synth: dfxtp_1 (38%), mux2i_1 (6.6%), nor2_1 (6.5%)
CTS Buffer Depth: 3
DRC violations left: 0
Non-Filler Instances: 3993
Switching Fraction: 23.7%
Synthesized area per cell: 7.82 µm²
Clk slew on worst S/H paths: 60 ps
Min-Delay Path Depth: 2
Slowest CP cell: buf_4
PwrDens: 103 nW/µm²
Logic pwr share: 6.0%
Final antenna-violating net count: 0
Clk ins delay skew pair: 590 ps
Critical path type: in -> reg
Clk sinks: 419
Tot GR Track Use: 22.4%
Hold_buf cts: 0
Crit-path max FO: 74
CTS tree: done
Status: completed
Required time worst endpoint: 13290 ps
Hold Crit Class: reg -> reg
Critical Path End Type: flop
Hold slack: 452 ps
Dominant flop cell: dfxtp_1
CP cell instances: clkdlybuf4s50_1, nor2b_1, o2111ai_1, a211oi_1, nand2_1, a21oi_4, buf_4, nor2_1, a211oi_1
PortBufs: 343
Rows: 98
Post-synth regs: 419
DR vias/cell: 5.44
Peak Freq: 207 MHz
Post-synthesis cell area: 21900 µm²
CTS Root Buffer Type: clkbuf_16
Placer Congestion: 0.939
Final setup vio count: 0
CP arrival: 5330 ps
Tmin final: 4840 ps
Worst hold path startpoint: c_axi_rresp[1]$_SDFFE_PN0P_
Diodes inserted: 0
Critical Path Max Stage Delay: 640 ps
Post-synthesis sequential area ratio: 38.5%
Setup TNS: 0 ps
IO Count: 360
Pint: 2160 µW
Area leader share: 37.9%
Initial DRC Count: 2132
RR Startpoint: level[1]$_DFF_P_
# Post-CTS Setup Buffers: 0
Yosys Chip Area: 21900 µm²
Die Area: 74100 µm²
WL per Instance: 20.9 µm
Post-synthesis async set-or-reset flop share: 0%
Post-CTS Resized: 0
==> synth_stat cells (18+ instances only) <==
master and number:
a211oi_1 144, a21oi_1 264, a22oi_1 39, a311oi_1 42, and3_1 18, buf_2 28, clkbuf_1 185, dfxtp_1 415
ha_1 65, inv_1 90, mux2i_1 144, nand2_1 311, nand2b_1 19, nand3_1 83, nand4_1 34, nor2_1 378
nor2b_1 36, nor3_1 57, nor4_1 28, o21ai_0 154, o221ai_1 28
==> area by class of cell <==
cell class	count	area, µm²
tap	950	1190
inverter	93	357
fill	7410	44300
clock inverter	13	138
sequential	419	8440
clock buffer	68	1330
timing repair buffer	398	3860
multi-input combinational	2052	12200
==> power by group through the flow <==
| stage | logic (µW) | clock network (µW) | registers, µW |
|---|---|---|---|
| final | 171 | 1330 | 1330 |
| after CTS | 171 | 1350 | 1330 |
| after global routing | 183 | 1410 | 1330 |
==> layout by cell type, fill, tap and decap left out, types with 46 or more instances in the layout <==
master	count
buf_4	55
clkbuf_16	46
inv_1	90
nor3_1	55
nand2_1	311
mux2i_1	144
clkdlybuf4s50_1	342
a21oi_1	263
ha_1	65
nor2_1	377
o21ai_0	154
nand3_1	83
dfxtp_1	410
a211oi_1	144
==> cell families (layout without fill, tap and decap cells) <==
| family | Yosys count | in the layout | synth area share (%) |
|---|---|---|---|
| mux | 153 | 153 | 7.04 |
| fa+ha+maj | 65 | 65 | 3.71 |
| flops | 419 | 419 | 38.5 |
| compound gates | 806 | 806 | 23.6 |
| simple gates | 1028 | 1028 | 21.2 |
| buf+inv | 333 | 572 | 5.99 |
==> through the flow <==
stage	instance area (µm²)	total power [µW]
global route	27600	2920
CTS	27600	2850
detailed placement	26100	1530
floorplan	21900	1430
global placement	26100	1530
finish	27600	2830
==> worst reg2reg max path, cell delays in order, from the launching register on <==
cell	delay, ps
dfxtp_1	750
inv_1	390
a31oi_1	940
a211oi_1	180
nand2_1	250
a21oi_4	80
buf_4	360
nand3_1	250
o21ai_0	100
==> per-layer routing <==
layer  vias to the layer above  part of all wire (%)  GRT usage, %
met1                     10143                    45          34.1
li1                      10523                     -             -
met3                       113                    10          6.14
met4                         0                   2.1          4.20
met5                         -                     0             0
met2                       934                    43          32.1
==> worst max-delay path by stage <==
stage,from,to,slack [ps]
CTS,is_instr,m_axi_awaddr[15]$_SDFFE_PN0P_,8040
finish,is_instr,m_axi_awaddr[15]$_SDFFE_PN0P_,7960
global route,cpu_mode[1],m_axi_awaddr[4]$_SDFFE_PN0P_,7870
Power figures rest on the tool's default switching activity, not on a simulated workload.
