$ cat flow/run.sh
#!/bin/bash
# OpenROAD 26Q1-2900-gdf79404cd8, Yosys 0.63+post, stock flow scripts
make -C /OpenROAD-flow-scripts/flow DESIGN_CONFIG=/design/flow/config.mk WORK_HOME=/design/flow/orfs finish
$ cat flow/config.mk
export PLATFORM = sky130hd
export DESIGN_NAME = button_ctrl
export DESIGN_NICKNAME = button_ctrl
export VERILOG_FILES = /design/flow/design.v
export SDC_FILE = /design/flow/constraint.sdc
export NUM_CORES = 4
export LEC_CHECK = 1
export CORE_UTILIZATION = 30
$ cat flow/constraint.sdc
current_design button_ctrl

set clk_period 1.4
set clk_io_pct 0.2

create_clock -name clk0 -period $clk_period [get_ports {clk}]

set non_clock_inputs [all_inputs -no_clocks]
set_input_delay [expr $clk_period * $clk_io_pct] -clock clk0 $non_clock_inputs
set_output_delay [expr $clk_period * $clk_io_pct] -clock clk0 [all_outputs]
$ cat flow/design.v
module button_ctrl(
	input wire clk,
	input wire rstn,
	input wire button,
	output reg is_soft_intr
	);
	reg [63:0] shifter;
	reg is_pushed;
	reg was_pushed;
	always @(posedge clk) begin
		if(~rstn) begin
			is_soft_intr <= 0;
			is_pushed <= 0;
			was_pushed <= 0;
			shifter <= 0;
		end else begin
			shifter[62:0] <= shifter >> 1;
			shifter[63] <= button;
			is_pushed <= (&(shifter[31:0]));
			was_pushed <= is_pushed;
			is_soft_intr <= is_pushed & ~was_pushed;
		end
	end
endmodule
==> results.py <==
# Generated from Yosys and OpenROAD reports
metrics = {
    "worst_setup_path": {
        "crit_chain": "dlymetal6s2s_1",
        "critPathLaunchType": "register",
        "crit_buf_inv": 1,
        "path_class": "reg2out",
        "worstReg2RegStart": "shifter[2]",
        "cp_slowest_stage_delay_ns": 0.29,
        "r2r-end": "is_pushed",
        "cp_top_family": "flip-flops",
        "reg2regPathDepth": 3,
        "crit_required_ns": 1.12,
        "rrSetupSlack_ns": 0.44,
        "end_kind": "primary output",
        "crit_slowest_cell": "dfxtp_1",
        "arrival_ns": 0.73,
        "crit_fanout": 1,
    },
    "placed_design": {
        "port_buffers": 3,
        "dp_slack_ns": 0.0523,
        "place_area_sq_mm": 0.00198,
        "placed_cells": 225,
        "hpwl_mm": 1.31,
        "place.gp.congestion": 0.714,
    },
    "yosys": {
        "synth.distinct_cells": 11,
        "ys_sh_mux": 0,
        "synth_area_sq_mm": 0.00186,
        "logic_family": "simple AND/OR/NAND/NOR gates",
        "ys_sh_aoi": 0,
        "synth_cells": 151,
        "ys_seq_frac": 0.720,
        "top_cells_by_area": "dfxtp_1 72%, and2_1 22%, nand4_1 2.0%",
        "netlist.area_leader.share": 0.720,
        "ys_seq_elements": 67,
        "syn_avg_cell_area_sq_um": 12.3,
        "ys_sh_xor": 0,
        "ys_sh_adder": 0,
        "yosys_area_sq_mm": 0.00186,
        "ys_cells": 151,
        "top_area_cell": "dfxtp_1",
        "simple_gate_share": 0.260,
        "yosysWarnings": 1,
    },
    "clock_network": {
        "clockRootBuffer": "clkbuf_8",
        "post-cts-setup-buffer-count": 0,
        "insertion_delay_ns": 0.32,
        "numCtsBuffers": 9,
        "clk_pin_slew_ns": 0.06,
        "cts_tree": "built",
        "cts.sinks": 67,
        "cts.htree.levels": 3,
        "hold_buffers": 0,
        "cts.path.max_buffers": 2,
    },
    "power_and_ir_drop": {
        "p_int_mw": 2.59,
        "p_seq_frac": 0.598,
        "p_total_mw": 3.20,
        "swShare": 0.189,
        "p_clk_frac": 0.390,
        "pwr_density_cell_mw_per_mm2": 1500,
        "ir_worst_vdd_uv": 933,
        "p_sw_mw": 0.604,
        "pwr-share-comb": 0.012,
        "p_leak_nw": 0.870,
    },
    "grt": {
        "grt_pass1_vias": 848,
        "antenna_found_initial": 0,
        "grt_overflow": 0,
        "grt_usage": 0.0819,
        "grt_max_degree": 42,
        "grt_pass1_wl_mm": 3.89,
    },
    "final_timing": {
        "maxSlewViolCount": 0,
        "rsz0062_at_grt": "false",
        "max_clock_freq_ghz": 0.988,
        "skew_ns": 0.00340,
        "period_used_share": 0.723,
        "worst_pin_slew_ns": 0.269,
        "finalSetupViolations": 0,
        "hold_violations": 0,
        "setup_ws_ns": 0.387,
        "max_slew_margin": 0.820,
        "period_minus_slack_ns": 1.01,
        "whs_ns": 0.383,
        "setup-tns-final_ns": 0,
    },
    "flow_run": {
        "maxCapViolCount": 0,
        "warning_count": 25,
    },
    "route": {
        "via_count": 944,
        "wl_mm": 2.17,
        "via_per_inst": 3.97,
        "avgRoutedWirePerCell_microns": 9.11,
        "antenna-diode-count": 0,
        "drc": 0,
        "drtIter0Drc": 12,
        "dr.pass1.iters": 2,
        "ant_nets": 0,
    },
    "cells_and_area": {
        "fin_util": 0.359,
        "layout_top_cell": "dfxtp_1",
        "syn_to_final_growth_pct": 14.7,
        "final_cell_mix": "67 x dfxtp_1, 65 x and2_1, 10 x clkbuf_8",
        "layoutNonFillerInstCount": 238,
        "final_area_sq_mm": 0.00214,
        "drive_gt1_frac": 0.0798,
    },
    "hold_path": {
        "worstHoldEndpoint": "is_soft_intr",
        "hp-start": "was_pushed",
        "min_path_cells": 1,
        "hp-class": "reg2reg",
    },
    "floorplan": {
        "die_h_microns": 80.8,
        "rows": 28,
        "coreArea_sq_mm": 0.00596,
        "die_area_sq_mm": 0.00652,
        "design.portCount": 4,
        "core_util_floorplan": 0.313,
        "fp.dieW_microns": 80.8,
    },
    "run_status": {
        "status": "complete, no violations",
    },
}
==> power groups by stage <==
stage     Sequential [mW]  Clock [mW]  Combinational, mW
5_1_grt              1.91        1.38             0.0435
6_report             1.91        1.25             0.0380
4_1_cts              1.91        1.29             0.0394
==> state kept, by name, summed over array words and instances (netlist names) <==
register,flops
was_pushed,1
is_soft_intr,1
is_pushed,1
shifter,64
==> cell families after synthesis <==
kind of cell	after synthesis
AND/OR/NAND/NOR	77
buffers and inverters	7
flip-flops	67
==> Yosys cell counts <==
master,instances
dfxtp_1,67
and2_1,65
nand4_1,6
buf_2,5
and4_1,2
buf_4,1
clkbuf_1,1
nand3_1,1
nor2b_1,1
nor3_1,1
nor4_1,1
==> repair_timing <==
item                                    4_1_cts  5_1_grt
resized                                       0        1
endpoints found under the setup margin        0        1
endpoints found under the hold margin         0        0
==> layer usage <==
layer | vias up | global-route usage | wire length [microns] | share of wire
met2 | 18 | 0.101 | 860 | 0.40
met3 | 0 | 0.0502 | 147 | 0.068
met1 | 433 | 0.125 | 1160 | 0.54
met5 | - | 0 | 0 | 0
met4 | 0 | 0.0143 | 0 | 0
li1 | 493 | - | - | -
==> area by class of cell <==
cell class	instances	area, sq um
Sequential cell	67	1340
Multi-Input combinational cell	77	484
Tap cell	75	93.8
Timing Repair Buffer	6	67.6
Fill cell	563	3820
Clock buffer	13	149
==> worst max-delay path by stage <==
stage                        start            to  depth (start not counted)
after CTS             is_soft_intr  is_soft_intr                          1
after global routing  is_soft_intr  is_soft_intr                          1
final                 is_soft_intr  is_soft_intr                          1
Power figures rest on the tool's default switching activity, not on a simulated workload.
